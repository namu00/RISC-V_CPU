==> flow/design.v <==
module cla_32(
    input [31:0] src1,
    input [31:0] src2,
    input sub_flag,
    output [31:0] sum,
    output carry_out
);
    wire carry;
    cla_16 low_16bit(
        .src1       (src1[15:0]),
        .src2       (src2[15:0]),
        .carry_in   (sub_flag),
        .sub_flag   (sub_flag),
        .sum        (sum[15:0]),
        .carry_out  (carry)
    );
    cla_16 high_16bit(
        .src1       (src1[31:16]),
        .src2       (src2[31:16]),
        .carry_in   (carry),
        .sub_flag   (sub_flag),
        .sum        (sum[31:16]),
        .carry_out  (carry_out)
    );
endmodule
module cla_16(
    input [15:0] src1,
    input [15:0] src2,
    input carry_in,
    input sub_flag,
    output [15:0] sum,
    output carry_out
);
    wire carry;
    cla_08 low_8bit(
        .src1       (src1[7:0]),
        .src2       (src2[7:0]),
        .carry_in   (carry_in),
        .sub_flag   (sub_flag),
        .sum        (sum[7:0]),
        .carry_out  (carry)
    );
    cla_08 high_8bit(
        .src1       (src1[15:8]),
        .src2       (src2[15:8]),
        .carry_in   (carry),
        .sub_flag   (sub_flag),
        .sum        (sum[15:8]),
        .carry_out  (carry_out)
    );
endmodule
module cla_08(
    input [7:0] src1,
    input [7:0] src2,
    input carry_in,
    input sub_flag,
    output [7:0] sum,
    output carry_out
);
    wire carry;
    cla_04 low_4bit(
        .src1       (src1[3:0]),
        .src2       (src2[3:0]),
        .carry_in   (carry_in),
        .sub_flag   (sub_flag),
        .sum        (sum[3:0]),
        .carry_out  (carry)
    );
    cla_04 high_4bit(
        .src1       (src1[7:4]),
        .src2       (src2[7:4]),
        .carry_in   (carry),
        .sub_flag   (sub_flag),
        .sum        (sum[7:4]),
        .carry_out  (carry_out)
    );
endmodule
module cla_04(
    input [3:0] src1,
    input [3:0] src2,
    input carry_in,
    input sub_flag,
    output [3:0] sum,
    output carry_out
);
    wire [3:0] _src2;
    wire [3:0] gen;  
    wire [3:0] pro;  
    wire [3:0] carry;
    assign _src2 = sub_flag ? ~src2 : src2;  
    assign gen = src1 & _src2;   
    assign pro = src1 ^ _src2;   
    assign carry[0] = gen[0] | pro[0] & carry_in;
    assign carry[1] = gen[1] | pro[1] & carry[0];
    assign carry[2] = gen[2] | pro[2] & carry[1];
    assign carry[3] = gen[3] | pro[3] & carry[2];
    assign carry_out = carry[3];
    fa fa_00(
        .src1       (src1[0]),
        .src2       (_src2[0]),
        .carry_in   (carry_in),
        .sum        (sum[0]),
        .carry_out  ()   
    );
    fa fa_01(
        .src1       (src1[1]),
        .src2       (_src2[1]),
        .carry_in   (carry[0]),
        .sum        (sum[1]),
        .carry_out  ()   
    );
    fa fa_02(
        .src1       (src1[2]),
        .src2       (_src2[2]),
        .carry_in   (carry[1]),
        .sum        (sum[2]),
        .carry_out  ()   
    );
    fa fa_03(
        .src1       (src1[3]),
        .src2       (_src2[3]),
        .carry_in   (carry[2]),
        .sum        (sum[3]),
        .carry_out  ()   
    );
endmodule
module fa(
    input src1,
    input src2,
    input carry_in,
    output sum,
    output carry_out
);
    assign sum = ((src1 ^ src2) ^ carry_in);
    assign carry_out = (src1 & src2) | (src2 & carry_in) | (carry_in & src1);
endmodule
==> flow/run.sh <==
#!/bin/bash
# OpenROAD 26Q1-2900-gdf79404cd8, Yosys 0.63+post, stock flow scripts
make -C /OpenROAD-flow-scripts/flow DESIGN_CONFIG=/design/flow/config.mk WORK_HOME=/design/flow/orfs finish
==> flow/config.mk <==
export PLATFORM = sky130hd
export DESIGN_NAME = cla_32
export DESIGN_NICKNAME = cla_32
export VERILOG_FILES = /design/flow/design.v
export SDC_FILE = /design/flow/constraint.sdc
export NUM_CORES = 4
export LEC_CHECK = 1
export CORE_AREA = 10 10 93 93
export DIE_AREA = 0 0 103 103
==> flow/constraint.sdc <==
current_design cla_32

set clk_period 24.7
set clk_io_pct 0.2

create_clock -name clk0 -period $clk_period

set non_clock_inputs [all_inputs -no_clocks]
set_input_delay [expr $clk_period * $clk_io_pct] -clock clk0 $non_clock_inputs
set_output_delay [expr $clk_period * $clk_io_pct] -clock clk0 [all_outputs]
==> reports/results.txt <==
total track usage: 0.0655
Distinct cells, synth: 10
DR vias: 1068
synth top area cells: sky130_fd_sc_hd__fa_1, sky130_fd_sc_hd__xnor2_1, sky130_fd_sc_hd__buf_4
Flop Count: 0
number of global-route vias before repair: 1189
most used standard cells in the synthesized netlist: sky130_fd_sc_hd__inv_1, sky130_fd_sc_hd__buf_4, sky130_fd_sc_hd__fa_1, sky130_fd_sc_hd__xnor2_1
antenna violations before repair: 0
number of hold violations in the final report: 0
top layer in use: met3
synthesis-to-layout area growth: 53.7%
total congestion overflow: 0
half-perimeter wire length after detailed placement: 3.33 mm
post-synthesis instance area: 1460 µm²
leakage dissipation: 1.03 nW
crit-path max cell delay: 0.51 ns
Die Footprint: 10600 µm²
final sum of negative setup slack: 0 ns
Slew @ Worst Pin: 0.519 ns
cell repeated most along the worst path: sky130_fd_sc_hd__fa_1
vertical die dimension: 103 µm
largest net degree at the start of global routing: 31
max-capacitance violation count: 0
Critical Path AT: 18.19 ns
average detailed-routed wire length per instance: 11.4 µm
status: completed
Slew headroom: 0.654
dominant cell by count in the synthesized netlist: sky130_fd_sc_hd__inv_1
Final Slew Violations: 0
Final Cycle Share: 0.936
worst min-delay path class: primary input to output port
antenna cells: 0
post-detailed-route DRC marker count: 0
Slowest-stage cell, CP: sky130_fd_sc_hd__clkdlybuf4s50_1
total number of placement rows: 30
CP Launch Type: primary input
CORE AREA: 6760 µm²
critical path class: primary input to output port
remaining antenna violation count: 0
vias per cell: 3.51
wire length on met3: 560 µm
power per cell area: 30.9 nW/µm²
sequential area share after synthesis: 0
Placer Congestion: 0.729
area fraction of the dominant cell type after synthesis: 0.426
# resized after CTS: 0
peak fanout along the critical path: 2
wirelength, routed: 3.48 mm
share of final-layout standard cells stronger than drive strength 1: 0.0179
number of buffers inserted by hold repair at cts: 0
Peak VDD IR: 11.8 µV
number of post-CTS setup repair buffers: 0
area of all sequential standard cells: 0 µm²
number of warnings issued by yosys: 0
area reported by Yosys stat: 1460 µm²
type of element capturing the critical path: output port
wire length of the first global-routing pass: 5.46 mm
buffers added on ports: 98
clock buffers: 0
final tally of setup violations: 0
1st-pass router iterations: 2
initial detailed-routing violation count: 1
warning total across the stage logs: 32
max frequency: 43.2 MHz
Die W: 103 µm
routed length on met1: 1.39 mm
Post-Syn Instances: 161
cells in synth_stat.txt: 161
I/O pin cnt: 98
time the final worst path needs with I/O delays and setup: 23.13 ns
Met2 Wirelength: 1.53 mm
pre-placement core utilization: 0.216
synthesized area divided by synthesized cell count: 9.05 µm²
unrepaired setup endpoints after global routing: false
total placed cells including tap cells: 304
cell accounting for the most synthesized area: sky130_fd_sc_hd__fa_1
post-placement setup slack: 1.43 ns
number of standard cells in the layout, taps in and fillers out: 304
fin worst setup slack: 1.57 ns
critical path required time: 19.76 ns
==> worst max-delay path: cells and delay by family <==
family	cells	cell delay, ns
buffers and inverters	3	1.00
multiplexers	1	0.10
adder cells (fa/ha/maj)	31	12.15
==> layer usage <==
layer | global-route usage | up-vias
li1 | - | 513
met2 | 0.105 | 62
met3 | 0.0352 | 0
met5 | 0 | -
met4 | 0 | 0
met1 | 0.0816 | 493
==> path summary, 6_finish.rpt <==
path,from,to,slack [ns],cells past startpoint
min,sub_flag,sum[1],10.79,5
max,src2[0],sum[31],1.57,35
==> final cells by class <==
| type | count | area, µm² |
|---|---|---|
| repair buffers | 99 | 983 |
| well taps | 80 | 100 |
| fillers | 702 | 4520 |
| inverters | 61 | 229 |
| multi-input cells | 64 | 926 |
==> kinds of logic after synthesis <==
family / count (synthesis) / synth area share
xor gates and xnor gates: 32 / 0.203
adders and majority gates: 31 / 0.426
buffers and inverters: 97 / 0.364
muxes: 1 / 0.00687
==> metrics by stage <==
stage | cell area, µm² | power [W] | hold WS [ns] | util
final | 2240 | 0.0000691 | 10.79 | 0.331
after detailed placement | 2240 | 0.0000717 | 10.81 | 0.331
after global placement | 2240 | 0.0000714 | 10.81 | 0.331
after CTS | 2240 | 0.0000720 | 10.81 | 0.331
after floorplan | 1460 | 0.0000447 | 9.99 | -
after global routing | 2240 | 0.0000796 | 10.85 | 0.331
==> cells in the final DEF, fill, tap and decap left out, drive strengths merged <==
| master | n |
|---|---|
| inv | 61 |
| clkdlybuf4s50 | 97 |
| buf | 2 |
| xor2 | 2 |
| mux2i | 1 |
| xnor2 | 30 |
| fa | 31 |
==> report_power, final <==
part           switching, W  internal, W  leakage [nW]
Sequential                0            0             0
Clock                     0            0             0
Combinational     0.0000213    0.0000478          1.03
Power figures rest on the tool's default switching activity, not on a simulated workload.
