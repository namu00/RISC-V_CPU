[/design/flow/config.mk]
export PLATFORM = sky130hd
export DESIGN_NAME = sram_model
export DESIGN_NICKNAME = sram_model
export VERILOG_FILES = /design/flow/design.v
export SDC_FILE = /design/flow/constraint.sdc
export NUM_CORES = 4
export LEC_CHECK = 1
export CORE_UTILIZATION = 50
[/design/flow/constraint.sdc]
current_design sram_model

set clk_period 4.1
set clk_io_pct 0.2

create_clock -name clk0 -period $clk_period [get_ports {clk}]

set non_clock_inputs [all_inputs -no_clocks]
set_input_delay [expr $clk_period * $clk_io_pct] -clock clk0 $non_clock_inputs
set_output_delay [expr $clk_period * $clk_io_pct] -clock clk0 [all_outputs]
[/design/flow/design.v]
module sram_model#(
    parameter MIF_HEX    = "",
    parameter ADDR_WIDTH = 12,
    parameter BYTE_WIDTH = 8,
    parameter WORD_WIDTH = 32,
    parameter BYTES = (WORD_WIDTH / BYTE_WIDTH)
)(
    input                       clk,
    input   [ADDR_WIDTH-1 : 0]  addr,    
    input   [BYTES-1 : 0]       be,      
    input                       we,      
    input   [WORD_WIDTH-1 : 0]  wdata,   
    output  [WORD_WIDTH-1 : 0]  rdata    
);
reg [BYTES-1 : 0][ BYTE_WIDTH-1 : 0] mem [ADDR_WIDTH-1 : 0];
reg [WORD_WIDTH-1 : 0] rdata_buffer;
always@(posedge clk)begin
    if(we)begin
        if(be[0])   mem[addr][0] <= wdata[7:0];
        if(be[1])   mem[addr][1] <= wdata[15:8];
        if(be[2])   mem[addr][2] <= wdata[23:16];
        if(be[3])   mem[addr][3] <= wdata[31:24];
    end
end
always @(posedge clk)begin
    rdata_buffer <= mem[addr];
end
assign rdata = rdata_buffer;    
endmodule
[/design/flow/run.sh]
#!/bin/bash
# OpenROAD 26Q1-2900-gdf79404cd8, Yosys 0.63+post, stock flow scripts
make -C /OpenROAD-flow-scripts/flow DESIGN_CONFIG=/design/flow/config.mk WORK_HOME=/design/flow/orfs finish
==> flow_summary.json <==
{
  "yosys.area.top_type": "edfxtp_1",
  "ys_types": 19,
  "total_power_mw": 8.86,
  "cp-end-kind": "register",
  "hold_violations": 0,
  "powerDensity_mw_per_mm2": 485,
  "ff_type": "edfxtp_1",
  "portBuffers": 73,
  "r2r_slack_ns": 2.88,
  "ys.warnings.count": 1,
  "final_cell_area_mm2": 0.0183,
  "worst_clock_skew_ns": 0.00699,
  "holdWs_ns": 0.651,
  "cts_buffers": 42,
  "warnings": 33,
  "criticalPathCategory": "primary input to register",
  "fp-utilization_pct": 51.1,
  "worstPathArrival_ns": 2.78,
  "critical_path.max_fanout": 8,
  "wl_mm": 30.2,
  "fmax_mhz": 379,
  "grt_max_degree": 81,
  "first_global_vias": 8209,
  "power_frac_seq_pct": 53.4,
  "holdBufCountCts": 0,
  "vias_per_cell": 5.65,
  "io_pins": 82,
  "hold_path.class": "primary input to register",
  "top_area_share_pct": 73.4,
  "finalSetupTns_ns": 0,
  "numClockSinks": 416,
  "worst_pin_slew_ns": 0.991,
  "cts_tree": "done",
  "fin_crit_ns": 2.64,
  "yosysMostFrequentCell": "edfxtp_1",
  "worstHoldPathCells": 2,
  "finalCritPeriodShare_pct": 64.4,
  "area_leaders": "edfxtp_1, mux2_2, mux4_2, dfxtp_1, mux2i_1",
  "maxSlewViolCount": 0,
  "p_clk_share_pct": 41.6,
  "vias": 7679,
  "antenna_found_initial": 0,
  "max-cap-violations": 0,
  "diodes": 0,
  "reg2reg_depth": 3,
  "clkLatencyLatePin_ns": 0.52,
  "syn-cell-area_mm2": 0.0157,
  "r2r-start": "mem[10][10]",
  "grt-ovfl-total": 0,
  "critPathLaunchType": "primary input",
  "status": "complete, no violations",
  "fp.dieW_um": 179,
  "die_h_um": 179,
  "fillers": 2153,
  "grt_pass1_wl_mm": 45.6,
  "p_sw_mw": 1.70,
  "numSynthFlops": 416,
  "critPathRequiredTime_ns": 4.24,
  "ys_area_mm2": 0.0157,
  "post_drt_wl_per_cell_um": 22.2,
  "relSlewSlack_pct": 33.7,
  "root_buffer": "clkbuf_16",
  "cts.htree.levels": 2,
  "synth.cells.most_frequent": "edfxtp_1, mux2_2, mux2i_1, nor2_1, nand2_1",
  "setup_viol_count_final": 0,
  "postSynthSeqShare_pct": 77.5,
  "grtUsageTotal_pct": 21.8,
  "chipArea_mm2": 0.0321,
  "cts_setup_buffers": 0,
  "p_int_mw": 7.15,
  "avgSynthCellArea_um2": 19.0,
  "grt_setup_unrepaired": "false",
  "combPwrFrac_pct": 5.0,
  "netlist_instances": 825,
  "hp-start": "addr[3]",
  "area_growth_pct": 16.3,
  "p_leak_nw": 6.11,
  "p_sw_share_pct": 19.2,
  "ant_nets": 0,
  "hold_path_end": "rdata_buffer[31]",
  "drtIter0Drc": 514,
  "core.rowCount": 64,
  "drtPass1Iterations": 21,
  "hpwl_mm": 17.6,
  "ir_worst_vdd_v": 0.000357,
  "layout-drive-gt1-share_pct": 20.5,
  "yosys_cells": 825,
  "cts.clk_slew.worst_paths_ns": 0.06,
  "dpl_cell_area_mm2": 0.0169,
  "synth-edff-count": 384,
  "async_reset_ff_share_pct": 0,
  "remaining_drc_errors": 0,
  "startpoint": "addr[2]",
  "worst_r2r_endpoint": "rdata_buffer[10]",
  "cts-resized-gates": 0,
  "gp_congestion": 0.764,
  "core_mm2": 0.0307,
  "clock_path_buffers": 3
}
[stage by stage]
step | setup WS (ns) | utilization, % | cells
2_1_floorplan | 1.78 | - | 825
3_3_place_gp | 1.11 | 55.0 | 1283
3_5_place_dp | 0.979 | 55.0 | 1283
4_1_cts | 1.52 | 59.4 | 1360
5_1_grt | 1.37 | 59.4 | 1360
6_report | 1.46 | 59.4 | 1360
[power by group through the flow]
stage	clock, mW	sequential (mW)	combinational (mW)
after global routing	3.92	4.73	0.488
after CTS	3.75	4.73	0.453
final	3.68	4.73	0.444
[layer usage]
metal	GRT usage (%)	part of all wire (%)	up-vias
met5	0.801	0	-
met4	5.32	3.0	0
met3	12.2	12	60
met2	32.6	49	346
met1	30.3	37	3767
li1	-	-	3506
[worst max path at each step]
stage	slack (ns)	end	depth (start not counted)
4_1_cts	1.52	mem[11][25]	4
5_1_grt	1.37	mem[7][24]	4
6_report	1.46	mem[7][25]	4
[cell families (layout without fill, tap and decap cells)]
family,after synthesis,count (layout),synth area share (%)
flops,416,416,77.5
mux,160,160,13.3
simple gates,106,106,2.65
compound gates,96,96,4.59
buf+inv,47,186,2.00
[sequential cells by signal, indices dropped and copies added (netlist names)]
name,cells
rdata_buffer,32
mem,384
[final cells by class]
cell class                      instances  area [µm²]  area share [%]
Tap cell                              396         495            2.71
Clock inverter                         11         114           0.623
Timing Repair Buffer                  109        1010            5.51
Sequential cell                       416       12200            66.6
Clock buffer                           66        1250            6.87
Multi-Input combinational cell        362        3220            17.7
[placed cells by master, fill, tap and decap left out]
cell             synthesis  routed
clkinv_4                 0       1
nor2b_1                  5       4
nor2b_2                  0       1
o22ai_1                 32      32
nand3_1                  3       3
nand2_1                 46      46
clkbuf_1                21      16
bufinv_16                0       2
mux4_2                  32      32
mux2i_1                 64      64
clkinvlp_4               0       2
clkbuf_16                0      45
buf_12                   0       1
dfxtp_1                 32      32
buf_2                    5       2
clkdlybuf4s50_1          0      70
clkinv_2                 0       6
edfxtp_1               384     384
mux2_2                  64      64
nand2b_1                 1       1
o31ai_1                 32      32
clkbuf_8                 0       6
nor2_1                  51      50
nor2_2                   0       1
a22o_1                  32      32
buf_4                    1      35
[critical path: stages]
cell and delay, ns:
clkdlybuf4s50_1 0.63, nor2b_1 0.32, nand3_1 0.21, nor2_1 0.80
