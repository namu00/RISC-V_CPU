**design/flow/run.sh**
```bash
#!/bin/bash
# OpenROAD 26Q1-2900-gdf79404cd8, Yosys 0.63+post, stock flow scripts
make -C /OpenROAD-flow-scripts/flow DESIGN_CONFIG=/design/flow/config.mk WORK_HOME=/design/flow/orfs finish
```
**design/flow/constraint.sdc**
```tcl
current_design ID_stage

set clk_period 8.7
set clk_io_pct 0.2

create_clock -name clk0 -period $clk_period [get_ports {clk}]

set non_clock_inputs [all_inputs -no_clocks]
set_input_delay [expr $clk_period * $clk_io_pct] -clock clk0 $non_clock_inputs
set_output_delay [expr $clk_period * $clk_io_pct] -clock clk0 [all_outputs]
```
**design/flow/config.mk**
```make
export PLATFORM = sky130hd
export DESIGN_NAME = ID_stage
export DESIGN_NICKNAME = ID_stage
export VERILOG_FILES = /design/flow/design.v
export SDC_FILE = /design/flow/constraint.sdc
export NUM_CORES = 4
export LEC_CHECK = 1
export CORE_UTILIZATION = 50
```
**design/flow/design.v**
```verilog
module extend_logic(
    input   [31:0]    instr,       
    input   [2:0]     imm_src,     
    output  [31:0]    imm_extend   
);
    localparam OPC_LOAD = 7'b000_0011;  
    localparam OPC_STOR = 7'b010_0011;  
    localparam IMM_I    = 3'b000;    
    localparam IMM_S    = 3'b001;    
    localparam IMM_B    = 3'b010;    
    localparam IMM_J    = 3'b011;    
    localparam IMM_U    = 3'b100;    
    localparam F3_SLLI  = 3'b001;
    localparam F3_SRxI  = 3'b101;
    reg [31:0] ext_value;
    wire [6:0]  opcode;
    wire [2:0]  funct3;
    wire        uimm_ext;
    assign opcode    = instr[6:0];
    assign funct3    = instr[14:12];
    assign uimm_ext = (  
        (opcode != OPC_LOAD) &&
        (opcode != OPC_STOR) &&
        ((funct3 == F3_SLLI) || (funct3 == F3_SRxI))
    );
    always @(*)begin
        case(imm_src)
            IMM_I: begin
                if(uimm_ext)         
                    ext_value = {27'h0, instr[24:20]};
                else                 
                    ext_value = {{20{instr[31]}}, instr[31:20]};
            end
            IMM_S: begin  
                ext_value = {{20{instr[31]}}, instr[31:25], instr[11:7]};
            end
            IMM_B: begin  
                ext_value = {{20{instr[31]}}, instr[7], instr[30:25], instr[11:8], 1'b0};
            end
            IMM_J: begin  
                ext_value = {{12{instr[31]}}, instr[31], instr[19:12], instr[20],instr[30:21], 1'b0};
            end
            IMM_U: begin  
                ext_value = {instr[31:12], 12'h0};
            end
            default: begin
                ext_value = 32'h0;
            end
        endcase
    end
    assign imm_extend = ext_value;
endmodule
module reg_file(
    input               clk,
    input               we,
    input   [4  : 0]    rs1,
    input   [4  : 0]    rs2,
    input   [4  : 0]    rd_addr,
    input   [31  : 0]   rd_data,
    output  [31 : 0]    rd1,
    output  [31 : 0]    rd2
);
reg [31:0] mem [0:31];
assign rd1 = (rs1 == 5'h0) ? 32'h0 : mem[rs1];
assign rd2 = (rs2 == 5'h0) ? 32'h0 : mem[rs2];
genvar idx;
generate
    for(idx = 1; idx < 32; idx = idx + 1)begin: REG_FILE
        always @(posedge clk)begin
            if((idx == rd_addr) && (we))begin
                mem[idx] <= rd_data;
            end
        end
    end
endgenerate
endmodule
`timescale 1ns/1ns
module ID_stage(
    input   clk,
    input   n_rst,
    input           RegWrite,
    input   [2:0]   Imm_Src,
    input   [31:0]  instr,
    input   [31:0]  curr_pc_in,
    input   [31:0]  pc_plus_4_in,
    input   [31:0]  reg_wdata,
    output  [31:0] RD1,
    output  [31:0] RD2,
    output  [31:0] imm_value,
    output  [31:0] curr_pc_out,
    output  [31:0] pc_plus_4_out
);
    wire [4:0] rs1  = instr[19:15];
    wire [4:0] rs2  = instr[24:20];
    wire [4:0] rd   = instr[11:7];
    assign curr_pc_out      = curr_pc_in;
    assign pc_plus_4_out    = pc_plus_4_in;
    reg_file u_register_file(
        .clk        (clk),
        .we         (RegWrite),
        .rs1        (rs1),
        .rs2        (rs2),
        .rd_addr    (rd),
        .rd_data    (reg_wdata),
        .rd1        (RD1),
        .rd2        (RD2)
    );
    extend_logic u_extend_logic(
        .instr      (instr),
        .imm_src    (Imm_Src),
        .imm_extend (imm_value)
    );
endmodule
```
==> out/README.md <==
| Quantity | Value | Unit |
|:---|:---|:---|
| CP arrival | 6.33 | ns |
| RSZ-0062 raised after global routing | no | - |
| Asr flop ratio synth | 0 | % |
| Final clock period utilization by the worst path | 92.76 | % |
| Die Y | 301.0 | µm |
| Relative slew slack | 16.69 | % |
| Initial standard-cell utilization of the core | 50.50 | % |
| GRT overflow | 0 | - |
| Number of gates resized after cts | 0 | - |
| Result of the run | complete, no violations | - |
| Buffers inserted during post-CTS setup optimization | 0 | - |
| Number of antenna violations at the first check in global routing | 26 | - |
| Number of distinct library cells after synthesis | 73 | - |
| Max rail drop VDD | 0.0002231 | V |
| Largest net degree at the start of global routing | 59 | - |
| Reported max-cap violation count | 0 | - |
| Critical path data required time | 6.96 | ns |
| Utilization of the core after routing | 59.12 | % |
| Top Ports | 294 | - |
| Largest register FFs | 992 | - |
| Cell area after technology mapping | 0.04470 | mm² |
| Number of global-route vias before repair | 40520 | - |
| Count of port buffers added during placement | 163 | - |
| Yosys stat area | 0.04470 | mm² |
| Worst setup path startpoint | instr[22] | - |
| Number of warnings the tools reported | 27 | - |
| Post-synthesis cell count from yosys | 3284 | - |
| Synth Flop Type | sky130_fd_sc_hd__edfxtp_1 | - |
| Sequential-to-total area share from yosys stat | 66.64 | % |
| Clock tree from TritonCTS | done | - |
| Area of the core | 0.08851 | mm² |
| Synthesis warning total | 35 | - |
| Final tally of hold violations | 0 | - |
| Highest clock rate | 123.9 | MHz |
| EDFF count, synth | 992 | - |
| Num rows | 109 | - |
| Total negative setup slack | 0 | ns |
| Half-perimeter wire length after placement | 152900 | µm |
| Number of violations reported at the end of detailed-routing iteration 0 | 4743 | - |
| Power Density | 207.5 | mW/mm² |
| Area added between synthesis and finish | 17.06 | % |
| CTS Root Buffer Type | sky130_fd_sc_hd__clkbuf_16 | - |
| Total number of H-tree levels | 3 | - |
| Routed WL per cell | 52.82 | µm |
| Largest Register | u_register_file.mem | - |
| Total via count after detailed routing | 39620 | - |
| Total routed wirelength | 253800 | µm |
| Category of the most critical setup path | in2out | - |
| Area of the die | 0.09060 | mm² |
| Final count of pins violating max slew | 0 | - |
| Remaining antenna violation count after routing | 0 | - |
| # clock sinks | 992 | - |
| Die Wd | 301.0 | µm |
| Maximum fanout along the worst path | 21 | - |
| Critical hold path startpoint | reg_wdata[27] | - |
| Number of optimization iterations in the first detailed-route pass | 27 | - |
| Hold Crit Class | in2reg | - |
| Largest registers ranked by flip-flop count | u_register_file.mem (992) | - |
| Residual DRC | 0 | - |
| Total of hold buffers inserted after clock tree synthesis | 0 | - |
| Leakage power total | 17.04 | nW |
| Clock Path Buffers | 3 | - |
| Post-Syn Instances | 3284 | - |
| Global-route usage over all layers | 62.17 | % |
| Post-synthesis register bit count | 992 | - |
| Cts bufs inserted | 104 | - |
| Setup violation total in the final timing report | 0 | - |
| Minimum clock period | 8.070 | ns |
| Slew at the pin closest to its max-slew limit | 1.247 | ns |
| Global-route wire length before repair | 336500 | µm |
| Critical path launch point type | primary input | - |
| Clock input transition at the sequential cells of the worst setup and hold paths | 0.07 | ns |
| Vias per cell | 8.247 | - |
| Syn_area_per_cell | 13.61 | µm² |
| Crit. End Element | output pin | - |
| Fraction of final layout cells sized beyond drive strength 1 | 16.12 | % |
| Gp weighted congestion | 1.114 | - |
[cell families (layout without fill, tap and decap cells)]
kind of cell,count (synthesis),after routing,share of synthesized area (%)
AOI/OAI and AO/OA,1135,1135,18.45
xor gates and xnor gates,1,1,0.01960
buffers and inverters,311,625,3.642
DFF,992,992,66.64
muxes,134,134,3.138
other,0,41,0
and+or+nand+nor,711,711,8.106
[report_power, final]
part	switching (mW)	internal (mW)
logic	0.681	0.319
clock network	2.00	2.51
registers	0.0312	5.32
[Yosys cell counts, types with 7 or more instances]
cell,count,area share [%]
sky130_fd_sc_hd__a2111oi_0,15,0.29
sky130_fd_sc_hd__a211oi_1,16,0.27
sky130_fd_sc_hd__a21o_1,21,0.35
sky130_fd_sc_hd__a21oi_1,158,1.8
sky130_fd_sc_hd__a221oi_1,30,0.59
sky130_fd_sc_hd__a222oi_1,28,0.63
sky130_fd_sc_hd__a22o_1,53,1.0
sky130_fd_sc_hd__a22oi_1,624,10
sky130_fd_sc_hd__a2bb2oi_1,9,0.18
sky130_fd_sc_hd__a31oi_1,39,0.55
sky130_fd_sc_hd__a32oi_1,19,0.37
sky130_fd_sc_hd__and2_1,14,0.20
sky130_fd_sc_hd__and3_1,20,0.28
sky130_fd_sc_hd__and4_1,7,0.14
sky130_fd_sc_hd__buf_2,134,1.5
sky130_fd_sc_hd__buf_4,74,1.2
sky130_fd_sc_hd__clkbuf_1,88,0.74
sky130_fd_sc_hd__edfxtp_1,992,67
sky130_fd_sc_hd__inv_1,7,0.059
sky130_fd_sc_hd__mux2_2,29,0.73
sky130_fd_sc_hd__mux2i_1,103,2.3
sky130_fd_sc_hd__nand2_1,177,1.5
sky130_fd_sc_hd__nand2b_1,10,0.14
sky130_fd_sc_hd__nand3_1,47,0.53
sky130_fd_sc_hd__nand3b_1,10,0.17
sky130_fd_sc_hd__nand4_1,89,1.2
sky130_fd_sc_hd__nor2_1,168,1.4
sky130_fd_sc_hd__nor2_2,23,0.32
sky130_fd_sc_hd__nor2b_1,18,0.25
sky130_fd_sc_hd__nor3_1,55,0.62
sky130_fd_sc_hd__nor3b_1,7,0.12
sky130_fd_sc_hd__nor4_1,24,0.34
sky130_fd_sc_hd__o211ai_1,9,0.15
sky130_fd_sc_hd__o21ai_0,44,0.49
sky130_fd_sc_hd__o22ai_1,16,0.22
sky130_fd_sc_hd__o2bb2ai_1,12,0.24
[final timing paths]
check | end | slack [ns] | cells after the start
worst min-delay path | u_register_file.mem[10][27] | 1.82 | 2
worst max-delay path | RD2[26] | 0.63 | 8
[worst max-delay path: stages]
cell and delay (ns):
sky130_fd_sc_hd__buf_2 0.78, sky130_fd_sc_hd__nand2b_1 0.59, sky130_fd_sc_hd__buf_4 0.40, sky130_fd_sc_hd__nor2_4 0.88, sky130_fd_sc_hd__buf_4 0.53, sky130_fd_sc_hd__a222oi_1 0.18
sky130_fd_sc_hd__a31oi_1 0.56, sky130_fd_sc_hd__clkdlybuf4s50_1 0.59
[stage by stage]
stage               total power, mW  worst slack (ns)  hold WS (ns)  std cells  cell area (µm²)
floorplan                     5.796             3.718         1.839       3284            44700
global placement              6.370             1.232         2.559       4571            48830
detailed placement            6.369             1.243         2.564       4571            48830
CTS                           10.75             1.232         1.804       4763            52220
global route                  11.00             1.008         1.840       4774            52250
finish                        10.86            0.6300         1.820       4804            52330
[layout make-up]
class                      count  area [µm²]
antenna                       41       102.6
clock buffer                 121        2666
clock inverter                71       725.7
fill                        6583       36190
inverter                       7       26.28
multi-input combinational   1981       13830
sequential                   992       29790
tap                         1165        1458
timing repair buffer         426        3729
[layout by cell type (no fill, tap or decap), drive strengths merged, types with 19 or more instances in the layout]
cell type / instances
nand2: 177
a22o: 53
nor3: 62
and3: 20
a31oi: 39
nand3: 47
mux2: 29
buf: 273
o21ai: 44
nor4: 24
mux2i: 103
a22oi: 624
a221oi: 30
a32oi: 19
a21oi: 158
edfxtp: 992
nand4: 89
diode: 41
a222oi: 28
a21o: 21
clkbuf: 121
clkinv: 52
nor2: 195
clkdlybuf4s50: 153
[layer usage]
metal | GRT usage [%] | wire length [µm] | vias to the layer above
li1 | - | - | 14000
met1 | 63.68 | 70600 | 18470
met2 | 73.27 | 96470 | 5295
met3 | 60.55 | 57600 | 1770
met4 | 45.18 | 26650 | 81
met5 | 29.68 | 2447 | -
Power is estimated from default activity; no workload was simulated.
